==> design/flow/design.v <==
`timescale 1ns / 1ps
module Hazard_Unit
 (
    input  logic  [19:15] rs1d,  rs1e,
    input  logic  [24:20] rs2d,  rs2e,
    input  logic  [11:7]  rde,   rdm,   rdw,
    input  logic          resultsrce0,
    input  logic          regwritee, regwritem, regwritew,
    input  logic          pcsrce,
    input  logic          order_change_e, order_change_m, order_change_w,
    input  logic          Order_Change_D,
    input  logic  [4:0]   rdd,   rdd_2,
    output logic          StallF,  StallD,  StallE,
    output logic          FlushD,  FlushE,  FlushM,
    output logic          FlushM_2,                     
    output logic  [2:0]   ForwardAE, ForwardBE,
    input  logic  [19:15] rs1d_2, rs1e_2,
    input  logic  [24:20] rs2d_2, rs2e_2,
    input  logic  [11:7]  rde_2,  rdm_2,  rdw_2,
    input  logic          resultsrce0_2,
    input  logic          regwritee_2, regwritem_2, regwritew_2,
    input  logic          pcsrce_2,
    output logic          StallF_2, StallD_2, StallE_2,
    output logic          FlushD_2, FlushE_2,
    output logic  [2:0]   ForwardAE_2, ForwardBE_2,
    output logic          StallF_P,  StallD_P,  FlushE_P,  FlushD_P,
    output logic          StallD_P_2, FlushE_P_2, FlushD_P_2
);
    logic [2:0] order_flag;
    logic       lwstall_mem,       lwstall_parallel;
    logic       lwstall_mem_2,     lwstall_parallel_2;
    assign order_flag = {order_change_e, order_change_m, order_change_w};
    assign StallF_P   = (lwstall_parallel  | lwstall_parallel_2) & (~pcsrce) & (~pcsrce_2);
    assign StallD_P   =  lwstall_parallel                       & (~pcsrce) & (~pcsrce_2);
    assign StallD_P_2 =                       lwstall_parallel_2 & (~pcsrce) & (~pcsrce_2);
    assign FlushE_P   =  lwstall_parallel                      & (~pcsrce) & (~pcsrce_2);
    assign FlushE_P_2 =                      lwstall_parallel_2 & (~pcsrce) & (~pcsrce_2);
    assign FlushD_P   =                      lwstall_parallel_2 & (~pcsrce) & (~pcsrce_2);
    assign FlushD_P_2 =  lwstall_parallel                      & (~pcsrce) & (~pcsrce_2);
    assign StallF   = lwstall_mem | lwstall_mem_2;
    assign StallD   = lwstall_mem | lwstall_mem_2;
    assign StallE   = 1'b0;    
    assign StallF_2 = lwstall_mem_2;               
    assign StallD_2 = lwstall_mem_2 | lwstall_mem;  
    assign StallE_2 = 1'b0;
    assign FlushD   = pcsrce  | pcsrce_2;
    assign FlushE   = (lwstall_mem | lwstall_mem_2) | (pcsrce | pcsrce_2);
    assign FlushM   =  order_change_e & pcsrce_2;     
    assign FlushD_2 = pcsrce_2 | pcsrce;
    assign FlushE_2 = (lwstall_mem_2 | lwstall_mem) | (pcsrce_2 | pcsrce);
    assign FlushM_2 = (!order_change_e) & pcsrce;     
    always_comb begin : DP1_HAZARDS
        ForwardAE        = 3'b000;
        ForwardBE        = 3'b000;
        lwstall_mem      = 1'b0;
        lwstall_parallel = 1'b0;
        unique case (order_flag)
            3'b000, 3'b100: begin
                if ( (rs1e == rdm_2) &&  regwritem_2 && (rs1e != 0) )       ForwardAE = 3'b100;  
                else if ( (rs1e == rdm)   &&  regwritem  && (rs1e != 0) )   ForwardAE = 3'b010;  
                else if ( (rs1e == rdw_2) &&  regwritew_2 && (rs1e != 0) )  ForwardAE = 3'b011;  
                else if ( (rs1e == rdw)   &&  regwritew  && (rs1e != 0) )   ForwardAE = 3'b001;  
                if ( (rs2e == rdm_2) &&  regwritem_2 && (rs2e != 0) )       ForwardBE = 3'b100;
                else if ( (rs2e == rdm)   &&  regwritem  && (rs2e != 0) )   ForwardBE = 3'b010;
                else if ( (rs2e == rdw_2) &&  regwritew_2 && (rs2e != 0) )  ForwardBE = 3'b011;
                else if ( (rs2e == rdw)   &&  regwritew  && (rs2e != 0) )   ForwardBE = 3'b001;
            end
            3'b001, 3'b101: begin
                if ( (rs1e == rdm_2) &&  regwritem_2 && (rs1e != 0) )       ForwardAE = 3'b100;
                else if ( (rs1e == rdm)   &&  regwritem  && (rs1e != 0) )   ForwardAE = 3'b010;
                else if ( (rs1e == rdw)   &&  regwritew  && (rs1e != 0) )   ForwardAE = 3'b001;
                else if ( (rs1e == rdw_2) &&  regwritew_2 && (rs1e != 0) )  ForwardAE = 3'b011;
                if ( (rs2e == rdm_2) &&  regwritem_2 && (rs2e != 0) )       ForwardBE = 3'b100;
                else if ( (rs2e == rdm)   &&  regwritem  && (rs2e != 0) )   ForwardBE = 3'b010;
                else if ( (rs2e == rdw)   &&  regwritew  && (rs2e != 0) )   ForwardBE = 3'b001;
                else if ( (rs2e == rdw_2) &&  regwritew_2 && (rs2e != 0) )  ForwardBE = 3'b011;
            end
            3'b010, 3'b110: begin
                if ( (rs1e == rdm)   &&  regwritem  && (rs1e != 0) )        ForwardAE = 3'b010;
                else if ( (rs1e == rdm_2) &&  regwritem_2 && (rs1e != 0) )  ForwardAE = 3'b100;
                else if ( (rs1e == rdw_2) &&  regwritew_2 && (rs1e != 0) )  ForwardAE = 3'b011;
                else if ( (rs1e == rdw)   &&  regwritew  && (rs1e != 0) )   ForwardAE = 3'b001;
                if ( (rs2e == rdm)   &&  regwritem  && (rs2e != 0) )        ForwardBE = 3'b010;
                else if ( (rs2e == rdm_2) &&  regwritem_2 && (rs2e != 0) )  ForwardBE = 3'b100;
                else if ( (rs2e == rdw_2) &&  regwritew_2 && (rs2e != 0) )  ForwardBE = 3'b011;
                else if ( (rs2e == rdw)   &&  regwritew  && (rs2e != 0) )   ForwardBE = 3'b001;
            end
            3'b011, 3'b111: begin
                if ( (rs1e == rdm)   &&  regwritem  && (rs1e != 0) )        ForwardAE = 3'b010;
                else if ( (rs1e == rdm_2) &&  regwritem_2 && (rs1e != 0) )  ForwardAE = 3'b100;
                else if ( (rs1e == rdw)   &&  regwritew  && (rs1e != 0) )   ForwardAE = 3'b001;
                else if ( (rs1e == rdw_2) &&  regwritew_2 && (rs1e != 0) )  ForwardAE = 3'b011;
                if ( (rs2e == rdm)   &&  regwritem  && (rs2e != 0) )        ForwardBE = 3'b010;
                else if ( (rs2e == rdm_2) &&  regwritem_2 && (rs2e != 0) )  ForwardBE = 3'b100;
                else if ( (rs2e == rdw)   &&  regwritew  && (rs2e != 0) )   ForwardBE = 3'b001;
                else if ( (rs2e == rdw_2) &&  regwritew_2 && (rs2e != 0) )  ForwardBE = 3'b011;
            end
        endcase
        if (!Order_Change_D) begin
            lwstall_parallel = 1'b0;
            if (!order_change_e) begin
                lwstall_mem = !( (rs1d == rde_2 && rs1d!=0) || (rs2d == rde_2 && rs2d!=0) || pcsrce || pcsrce_2 ) &&
                              resultsrce0 && ((rs1d == rde) || (rs2d == rde));
            end else begin
                lwstall_mem = !(pcsrce || pcsrce_2) &&
                              resultsrce0 && ((rs1d == rde) || (rs2d == rde));
            end
        end else begin
            lwstall_parallel = ( (rs1d == rdd_2  && rs1d != 0) || (rs2d == rdd_2 && rs2d != 0) );
            if (!order_change_e) begin
                lwstall_mem = !( (rs1d == rde_2 && rs1d!=0) || (rs2d == rde_2 && rs2d!=0) || lwstall_parallel || pcsrce || pcsrce_2 ) &&
                              resultsrce0 && ((rs1d == rde) || (rs2d == rde));
            end else begin
                lwstall_mem = !(pcsrce || pcsrce_2) && !lwstall_parallel &&
                              resultsrce0 && ((rs1d == rde) || (rs2d == rde));
            end
        end
    end  
    always_comb begin : DP2_HAZARDS
        ForwardAE_2        = 3'b000;
        ForwardBE_2        = 3'b000;
        lwstall_mem_2      = 1'b0;
        lwstall_parallel_2 = 1'b0;
        unique case (order_flag)
            3'b000, 3'b100: begin
                if ( (rs1e_2 == rdm_2) && regwritem_2 && (rs1e_2 != 0) )       ForwardAE_2 = 3'b010;  
                else if ( (rs1e_2 == rdm)   && regwritem  && (rs1e_2 != 0) )   ForwardAE_2 = 3'b100;  
                else if ( (rs1e_2 == rdw_2) && regwritew_2 && (rs1e_2 != 0) )  ForwardAE_2 = 3'b001;  
                else if ( (rs1e_2 == rdw)   && regwritew  && (rs1e_2 != 0) )   ForwardAE_2 = 3'b011;  
                if ( (rs2e_2 == rdm_2) && regwritem_2 && (rs2e_2 != 0) )        ForwardBE_2 = 3'b010;
                else if ( (rs2e_2 == rdm)   && regwritem  && (rs2e_2 != 0) )    ForwardBE_2 = 3'b100;
                else if ( (rs2e_2 == rdw_2) && regwritew_2 && (rs2e_2 != 0) )   ForwardBE_2 = 3'b001;
                else if ( (rs2e_2 == rdw)   && regwritew  && (rs2e_2 != 0) )    ForwardBE_2 = 3'b011;
            end
            3'b001, 3'b101: begin
                if ( (rs1e_2 == rdm_2) && regwritem_2 && (rs1e_2 != 0) )       ForwardAE_2 = 3'b010;
                else if ( (rs1e_2 == rdm)   && regwritem  && (rs1e_2 != 0) )   ForwardAE_2 = 3'b100;
                else if ( (rs1e_2 == rdw)   && regwritew  && (rs1e_2 != 0) )   ForwardAE_2 = 3'b011;
                else if ( (rs1e_2 == rdw_2) && regwritew_2 && (rs1e_2 != 0) )  ForwardAE_2 = 3'b001;
                if ( (rs2e_2 == rdm_2) && regwritem_2 && (rs2e_2 != 0) )        ForwardBE_2 = 3'b010;
                else if ( (rs2e_2 == rdm)   && regwritem  && (rs2e_2 != 0) )    ForwardBE_2 = 3'b100;
                else if ( (rs2e_2 == rdw)   && regwritew  && (rs2e_2 != 0) )    ForwardBE_2 = 3'b011;
                else if ( (rs2e_2 == rdw_2) && regwritew_2 && (rs2e_2 != 0) )   ForwardBE_2 = 3'b001;
            end
            3'b010, 3'b110: begin
                if ( (rs1e_2 == rdm)   && regwritem  && (rs1e_2 != 0) )        ForwardAE_2 = 3'b100;
                else if ( (rs1e_2 == rdm_2) && regwritem_2 && (rs1e_2 != 0) )  ForwardAE_2 = 3'b010;
                else if ( (rs1e_2 == rdw_2) && regwritew_2 && (rs1e_2 != 0) )  ForwardAE_2 = 3'b001;
                else if ( (rs1e_2 == rdw)   && regwritew  && (rs1e_2 != 0) )   ForwardAE_2 = 3'b011;
                if ( (rs2e_2 == rdm)   && regwritem  && (rs2e_2 != 0) )        ForwardBE_2 = 3'b100;
                else if ( (rs2e_2 == rdm_2) && regwritem_2 && (rs2e_2 != 0) )  ForwardBE_2 = 3'b010;
                else if ( (rs2e_2 == rdw_2) && regwritew_2 && (rs2e_2 != 0) )  ForwardBE_2 = 3'b001;
                else if ( (rs2e_2 == rdw)   && regwritew  && (rs2e_2 != 0) )   ForwardBE_2 = 3'b011;
            end
            3'b011, 3'b111: begin
                if ( (rs1e_2 == rdm)   && regwritem  && (rs1e_2 != 0) )        ForwardAE_2 = 3'b100;
                else if ( (rs1e_2 == rdm_2) && regwritem_2 && (rs1e_2 != 0) )  ForwardAE_2 = 3'b010;
                else if ( (rs1e_2 == rdw)   && regwritew  && (rs1e_2 != 0) )   ForwardAE_2 = 3'b011;
                else if ( (rs1e_2 == rdw_2) && regwritew_2 && (rs1e_2 != 0) )  ForwardAE_2 = 3'b001;
                if ( (rs2e_2 == rdm)   && regwritem  && (rs2e_2 != 0) )        ForwardBE_2 = 3'b100;
                else if ( (rs2e_2 == rdm_2) && regwritem_2 && (rs2e_2 != 0) )  ForwardBE_2 = 3'b010;
                else if ( (rs2e_2 == rdw)   && regwritew  && (rs2e_2 != 0) )   ForwardBE_2 = 3'b011;
                else if ( (rs2e_2 == rdw_2) && regwritew_2 && (rs2e_2 != 0) )  ForwardBE_2 = 3'b001;
            end
        endcase
        if (Order_Change_D) begin
            lwstall_parallel_2 = 1'b0;
            if (!order_change_e) begin
                lwstall_mem_2 = !( (rs1d_2 == rde_2 && rs1d_2!=0) || (rs2d_2 == rde_2 && rs2d_2!=0) || pcsrce || pcsrce_2 ) &&
                                resultsrce0 && ((rs1d_2 == rde) || (rs2d_2 == rde));
            end else begin
                lwstall_mem_2 = !(pcsrce || pcsrce_2) &&
                                resultsrce0 && ((rs1d_2 == rde) || (rs2d_2 == rde));
            end
        end else begin
            lwstall_parallel_2 = ( (rs1d_2 == rdd  && rs1d_2 != 0) || (rs2d_2 == rdd && rs2d_2 != 0) );
            if (!order_change_e) begin
                lwstall_mem_2 = !( (rs1d_2 == rde_2 && rs1d_2 !=0) || (rs2d_2 == rde_2 && rs2d_2 !=0) || lwstall_parallel_2 || pcsrce || pcsrce_2 ) &&
                                resultsrce0 && ((rs1d_2 == rde) || (rs2d_2 == rde));
            end else begin
                lwstall_mem_2 = !(pcsrce || pcsrce_2) && !lwstall_parallel_2 &&
                                resultsrce0 && ((rs1d_2 == rde) || (rs2d_2 == rde));
            end
        end
    end  
endmodule
==> design/flow/run.sh <==
#!/bin/bash
# OpenROAD 26Q1-2900-gdf79404cd8, Yosys 0.63+post, stock flow scripts
make -C /OpenROAD-flow-scripts/flow DESIGN_CONFIG=/design/flow/config.mk WORK_HOME=/design/flow/orfs finish
==> design/flow/config.mk <==
export PLATFORM = sky130hd
export DESIGN_NAME = Hazard_Unit
export DESIGN_NICKNAME = Hazard_Unit
export VERILOG_FILES = /design/flow/design.v
export SDC_FILE = /design/flow/constraint.sdc
export NUM_CORES = 4
export LEC_CHECK = 1
export CORE_UTILIZATION = 30
==> design/flow/constraint.sdc <==
current_design Hazard_Unit

set clk_period 3.9
set clk_io_pct 0.2

create_clock -name clk0 -period $clk_period

set non_clock_inputs [all_inputs -no_clocks]
set_input_delay [expr $clk_period * $clk_io_pct] -clock clk0 $non_clock_inputs
set_output_delay [expr $clk_period * $clk_io_pct] -clock clk0 [all_outputs]
==> flow_summary.yaml <==
# flow metrics
sta:
  period_minus_slack_ns: 3.77
  worst_pin_slew_ns: 0.558
  slew_headroom: 0.625
  period_used_share: 0.966
  rsz0062_at_grt: "false"
  hold_viol_final: 0
  drv_slew: 0
  setup_violations: 0
  max_clock_freq_mhz: 265
  tns_ns: 0
outcome:
  status: "finished, final reports clean"
layout:
  instances_no_fill: 496
  layout-drive-gt1-share: 0.0856
  nClkBuffers: 0
  lay_top_cells: "clkdlybuf4s50_1 (119), xnor2_1 (81), xor2_1 (59)"
  seq_cells: 0
  syn_to_final_growth_pct: 54.4
  final_common_cell: "clkdlybuf4s50_1"
  register_area_um2: 0
  nFillCells: 716
  post-route-util: 0.477
  final_area_um2: 3440
critical_path:
  critical_path_required_ns: 3.12
  end_kind: "output port"
  worstPathArrival_ns: 2.99
  start_kind: "input pin"
  crit_fanout: 4
  worstSetupPathType: "in -> out"
die:
  die-width_um: 88.2
  core_area_um2: 7210
  die-area_um2: 7770
  pin_count: 125
  floorplanUtilization: 0.309
  fp.dieH_um: 88.2
  placementRows: 31
detailed_routing:
  diodes: 0
  antenna_left: 0
  drt_pass1_iterations: 4
  wirelength_um: 7070
  vias_per_cell: 4.72
  vias: 2339
  drtIter0Drc: 44
  drc: 0
  wl_per_cell_um: 14.3
placement:
  io_buffers: 120
  dpl-instance-area_um2: 3440
  dp_hpwl_um: 6300
  dp.cells: 496
  place_congestion: 0.903
logic_synthesis:
  synth_top_area_share: 0.319
  yosysWarnings: 1
  ys_cells: 297
  area_leaders: "xnor2_1 (32%), xor2_1 (23%), buf_4 (6.1%), nand4_1 (5.6%), nor4_1 (4.5%)"
  postSynthSeqShare: 0
  largest_area_cell: "xnor2_1"
  synth_cell_types: 31
  netlist_instances: 297
  ys_area_um2: 2230
  syn_area_per_cell_um2: 7.50
  synth_area_um2: 2230
power:
  ir_worst_vdd_mv: 0.0481
  power_frac_seq: 0
  intPower_uw: 199
  power_density_nw_per_um2: 101
  switching_share: 0.425
  comb_power_share: 1.000
  p_clk_frac: 0
  cellLeakagePower_uw: 0.00116
  p_sw_uw: 147
global_routing:
  grt_max_degree: 7
  grt_pass1_wl_um: 11200
  grt.total_usage: 0.185
  antenna_found_initial: 0
  overflow: 0
  grt_pass1_vias: 2257
flow_run:
  warnings: 35
  maxCapViolations: 0
min_path:
  hold_path_class: "in -> out"
clock_tree:
  post_cts_buffers: 0
worst max-delay path, cell delays in order:
cell and delay (ns):
clkdlybuf4s50_1 0.51, xor2_1 0.20, nor3_1 0.25, nand4_1 0.12, a21o_1 0.22, nor4b_4 0.14
a311o_1 0.34, clkdlybuf4s50_1 0.41
per-layer routing:
layer	up-vias	wire, µm	track usage
li1	1193	-	-
met1	1060	3210	0.256
met2	84	3440	0.338
met3	2	410	0.00954
met4	0	11	0.00293
met5	-	0	0
stage by stage:
step / total power [µW] / hold slack [ns] / setup WS (ns)
after global routing: 379 / 2.53 / 0.0285
after detailed placement: 347 / 2.49 / 0.126
after floorplan: 183 / 1.57 / 1.18
final: 347 / 2.48 / 0.132
after CTS: 349 / 2.49 / 0.112
after global placement: 345 / 2.49 / 0.118
power by group through the flow:
stage         registers, µW  logic (µW)  clock network (µW)
finish                    0         347                   0
CTS                       0         349                   0
global route              0         379                   0
cells in the mapped netlist (all sizes together), types with 2 or more instances:
master,n
o41ai,2
clkbuf,7
nand4,20
or4,8
xor2,59
o21a,2
inv,3
nand2,7
xnor2,81
a21oi,7
nor3,16
nand3,7
a21boi,2
nor4,16
nor2,17
buf,33
logic make-up (layout without fill, tap and decap cells):
logic type      after synthesis  after routing  synth area share
buf+inv                      43            142             0.122
simple gates                 94             94             0.260
xor+xnor                    140            140             0.551
compound gates               19             19            0.0652
other cells                   1              2           0.00168
what timing repair did:
action,in CTS,in global routing
endpoints found under the setup margin,0,1
hold buffers,0,0
resized,0,1
final timing paths:
path / start / cells after the start / to
worst min-delay path: pcsrce / 3 / FlushM_2
worst max-delay path: rs1d_2[18] / 8 / FlushE
layout make-up:
| type | instances | area, µm² | area share |
|---|---|---|---|
| Inverter | 3 | 11.3 | 0.00327 |
| Tap cell | 99 | 124 | 0.0360 |
| Multi-Input combinational cell | 255 | 1960 | 0.569 |
| Timing Repair Buffer | 139 | 1350 | 0.391 |
Power figures rest on the tool's default switching activity, not on a simulated workload.
