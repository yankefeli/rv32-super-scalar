--- flow/run.sh ---
#!/bin/bash
# OpenROAD 26Q1-2900-gdf79404cd8, Yosys 0.63+post, stock flow scripts
make -C /OpenROAD-flow-scripts/flow DESIGN_CONFIG=/design/flow/config.mk WORK_HOME=/design/flow/orfs finish
--- flow/config.mk ---
export PLATFORM = sky130hd
export DESIGN_NAME = Register_File
export DESIGN_NICKNAME = Register_File
export VERILOG_FILES = /design/flow/design.v
export SDC_FILE = /design/flow/constraint.sdc
export NUM_CORES = 4
export LEC_CHECK = 1
export CORE_UTILIZATION = 40
--- flow/constraint.sdc ---
current_design Register_File

set clk_period 18.0
set clk_io_pct 0.2

create_clock -name clk0 -period $clk_period [get_ports {clk}]

set non_clock_inputs [all_inputs -no_clocks]
set_input_delay [expr $clk_period * $clk_io_pct] -clock clk0 $non_clock_inputs
set_output_delay [expr $clk_period * $clk_io_pct] -clock clk0 [all_outputs]
--- flow/design.v ---
`timescale 1ns / 1ps
module Register_File
(
    input  logic [4:0]  A1, A2, A3,         
    input  logic [4:0]  A1_2, A2_2, A3_2,   
    input  logic        clk,
    input  logic        WE3,               
    input  logic        WE3_2,             
    input  logic        reset,             
    input  logic        order_change_w,    
    input  logic [31:0] WD3,               
    input  logic [31:0] WD3_2,             
    output logic [31:0] RD1, RD2,          
    output logic [31:0] RD1_2, RD2_2       
);
  logic [31:0] file [31:0];
  integer i;
  always_ff @(negedge clk or negedge reset) begin
      if (!reset) begin
        for (i = 0; i <= 31; i = i + 1)
          file[i] <= 32'd0;
      end
      else if (!order_change_w) begin
          if(WE3 && WE3_2 && (A3 == A3_2))
          file[A3_2] <= WD3_2 ;
          else begin
              if (WE3 && (A3 != 5'd0))
              file[A3] <= WD3;
              if (WE3_2 && (A3_2 != 5'd0))   
              file[A3_2] <= WD3_2;
          end 
      end
      else begin
          if(WE3 && WE3_2 && (A3 == A3_2))
          file[A3] <= WD3;
          else begin
              if (WE3 && (A3 != 5'd0))
              file[A3] <= WD3;
              if (WE3_2 && (A3_2 != 5'd0))   
              file[A3_2] <= WD3_2;
          end 
      end
  end
  always_comb begin
      if(!order_change_w) begin
          file[5'd0] = 32'd0;  
          if (WE3_2 && (A1 == A3_2) && (A1 != 5'd0))
            RD1 = WD3_2;
          else if (WE3 && (A1 == A3) && (A1 != 5'd0))
            RD1 = WD3;  
          else
            RD1 = file[A1];
          if (WE3_2 && (A2 == A3_2) && (A2 != 5'd0))
            RD2 = WD3_2;
          else if (WE3 && (A2 == A3) && (A2 != 5'd0))
            RD2 = WD3;
          else
            RD2 = file[A2];
          if (WE3_2 && (A1_2 == A3_2) && (A1_2 != 5'd0))
            RD1_2 = WD3_2;
          else if (WE3 && (A1_2 == A3) && (A1_2 != 5'd0))
            RD1_2 = WD3;
          else
            RD1_2 = file[A1_2];
          if (WE3_2 && (A2_2 == A3_2) && (A2_2 != 5'd0))
            RD2_2 = WD3_2;
          else if (WE3 && (A2_2 == A3) && (A2_2 != 5'd0))
            RD2_2 = WD3;
          else
            RD2_2 = file[A2_2];
      end 
      else begin
          file[5'd0] = 32'd0;  
          if (WE3_2 && (A1 == A3_2) && (A1 != 5'd0))
            RD1 = WD3_2;
          else if (WE3 && (A1 == A3) && (A1 != 5'd0))
            RD1 = WD3;    
          else
            RD1 = file[A1];
         if (WE3 && (A2 == A3) && (A2 != 5'd0))
            RD2 = WD3;
         else if (WE3_2 && (A2 == A3_2) && (A2 != 5'd0))
            RD2 = WD3_2;   
          else
            RD2 = file[A2];
          if (WE3 && (A1_2 == A3) && (A1_2 != 5'd0))
            RD1_2 = WD3;
          else if (WE3_2 && (A1_2 == A3_2) && (A1_2 != 5'd0))
            RD1_2 = WD3_2;
          else
            RD1_2 = file[A1_2];
          if (WE3 && (A2_2 == A3) && (A2_2 != 5'd0))
            RD2_2 = WD3;
          else if (WE3_2 && (A2_2 == A3_2) && (A2_2 != 5'd0))
            RD2_2 = WD3_2;  
          else
            RD2_2 = file[A2_2];
      end   
  end
endmodule
==> flow_summary.toml <==
# physical design summary
[outcome]
status = "did not finish"
outcome.stop_stage = "5_1_grt"
firstError = "[ERROR GRT-0116] Global routing finished with congestion. Check the congestion regions in the DRC Viewer."

[clocking]
numCtsBuffers = 152
cts_setup_buffers = 0
cts_max_level = 4
cts_resized = 0
clockBufferDepth = 4
hold_buffers = 0
cts.sinks = 992
root_buffer = "clkbuf_16"

[die]
die_w_um = 508.3
fp.dieH_um = 508.3
fp_util_pct = 40.30
io_pins = 227
row_count = 185

[synth]
ys_types = 106
top_cell = "nand2_1"
ys.flops = 992
ys_seq_share_pct = 24.21
area_leaders = "dfrtn_1, a22oi_1, a21oi_1"
netlist_area_um2 = 102500
synth-edff-count = 0
async_reset_ff_share_pct = 100.0
ys_area_um2 = 102500
yosysWarnings = 2
yosysCellCount = 14579
synthCells = 14579
yosys.area.top_type = "dfrtn_1"
avgSynthCellArea_um2 = 7.033
top_area_share_pct = 24.21
common_cells = "nand2_1, a22oi_1, a21oi_1, clkbuf_1, nor2_1"
flop_cell = "dfrtn_1"

[global_route]
grtUsageTotal_pct = 107.3
grt_max_degree = 106
grt_first_pass_wirelength_um = 1832000
grt_overflow = 23486
grt_pass1_vias = 172757

[place]
dp_hpwl_um = 909700
port_buffers = 226
placed_area_um2 = 114700
place_ws_ps = 857.0
place_congestion = 1.495
placedCellCount = 17692
routing by layer:
layer | GRT overflow | global-route usage, %
met3 | 4160 | 103.4
met2 | 10445 | 116.0
met5 | 478 | 95.91
met4 | 3746 | 103.8
met1 | 4657 | 104.5
logic make-up after synthesis:
group                  synth area share (%)
XOR/XNOR                             0.3991
multiplexers                          4.648
buffers and inverters                 7.777
AND-OR/OR-AND                         38.42
AND/OR/NAND/NOR                       24.55
flip-flops                            24.21
