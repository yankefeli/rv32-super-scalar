===== flow/run.sh =====
#!/bin/bash
# OpenROAD 26Q1-2900-gdf79404cd8, Yosys 0.63+post, stock flow scripts
make -C /OpenROAD-flow-scripts/flow DESIGN_CONFIG=/design/flow/config.mk WORK_HOME=/design/flow/orfs finish

===== flow/config.mk =====
export PLATFORM = sky130hd
export DESIGN_NAME = adder_module
export DESIGN_NICKNAME = adder_module
export VERILOG_FILES = /design/flow/design.v
export SDC_FILE = /design/flow/constraint.sdc
export NUM_CORES = 4
export LEC_CHECK = 1
export CORE_AREA = 10 10 103 103
export DIE_AREA = 0 0 113 113

===== flow/constraint.sdc =====
current_design adder_module

set clk_period 40.6
set clk_io_pct 0.2

create_clock -name clk0 -period $clk_period

set non_clock_inputs [all_inputs -no_clocks]
set_input_delay [expr $clk_period * $clk_io_pct] -clock clk0 $non_clock_inputs
set_output_delay [expr $clk_period * $clk_io_pct] -clock clk0 [all_outputs]

===== flow/design.v =====
`timescale 1ns / 1ps
module adder_module #( 
    parameter SIZE = 32  
) 
(
    input logic [31:0] A_i,
    input logic [31:0] B_i,
    input logic Sel_i, 
    output logic [31:0] Sum_o
);
logic [SIZE:0] n;  
assign n[0] =  Sel_i; 
genvar j; 
generate 
    for(j=0;j<SIZE;j=j+1)   
    begin 
        full_adder  
        FA_unit 
        ( 
            .a(A_i[j]), 
            .b(B_i[j]^Sel_i), 
            .c(n[j]), 
            .cr(n[j+1]), 
            .s(Sum_o[j]) 
        ); 
     end 
endgenerate 
endmodule
`timescale 1ns / 1ps
module full_adder
(
    input logic a,b,c,
    output logic cr, s
);
always_comb begin
    s= a^b^c;
    cr= (a&b)| c&(a^b);
end
endmodule

==> run notes <==
* P&R area growth vs syn: 56.2%
* largest voltage drop on the vdd net: 0.00768 mV
* leakage power of the design: 1.01 nW
* critical path peak fanout: 32
* Syn Inst Count: 161
* achievable frequency: 33.9 MHz
* average via count per standard cell: 3.13
* global-route wire length before repair: 5.62 mm
* placeable core area: 8300 µm²
* Chip Height: 113 µm
* post-layout total power: 0.0000417 W
* summed standard-cell area reported by yosys: 1440 µm²
* nature of the critical path endpoint: output port
* leading cell types by count after synthesis: 60 x inv_1, 32 x buf_4, 31 x xnor2_1, 30 x fa_1, 3 x buf_8
* combinational cell area excluding buffers and inverters: 916 µm²
* global placer's final weighted congestion: 0.729
* fraction of final layout cells with drive strength greater than 1: 1.35%
* endpoints failing setup: 0
* Least-Margin Pin Slew: 0.516 ns
* pin count of the biggest net entering global routing: 33
* max-slew violation count: 0
* type of the setup path with the least slack: in2out
* setup repair bufs after CTS: 0
* overall overflow remaining after global route: 0
* vias in the first global route: 1133
* dpl hpwl: 3.31 mm
* CP dominant cell by count: fa_1
* warning total across the stage logs: 32
* combinational power share: 100.0%
* number of distinct library cells after synthesis: 9
* Switching Power: 0.0000128 W
* Crit path largest cell delay: 0.49 ns
* Seq share, synth: 0%
* Largest type area fraction: 41.8%
* endpoint of the worst setup timing path: Sum_o[31]
* crit path max-delay cell type: clkdlybuf4s50_1
* initial drt markers: 19
* Placement Rows: 33
* Yosys warnings: 1
* internal power: 0.0000289 W
* cells taking the most area after synthesis: fa_1 42%, xnor2_1 19%, buf_4 17%
* required arrival time at the worst endpoint: 32.48 ns
* Antenna Nets Post-Route: 0
* run status: finished clean
* most instantiated library cell after synthesis: inv_1
* final routed wirelength across all metal layers: 3.48 mm
* clock period minus worst slack: 29.51 ns
* Arr. time, crit path: 21.39 ns
* post-cts hold buffer count: 0
* all-layer global routing usage: 5.21%
* number of stages on the worst hold path: 3
* width of the die: 113 µm
* DRC: 0
* total vias in the final route: 1027
* clock power share: 0%
* crit path launch: Sel_i
* power density over the cells: 18.6 nW/µm²
* number of fill cells: 884
* Post-Route Setup TNS: 0 ns
* sequential cell count: 0
* Flop area: 0 µm²
* switching part of the total: 30.7%
* antenna fix cells: 0
* start point of the worst min-delay path: A_i[0]
* Buffers on Ports: 97
* Final Hold Violation Tally: 0
* Initial Utilization: 17.3%
* synthesized area: 1440 µm²
* largest area contributor in the netlist: fa_1
* number of gates resized after CTS: 0
* Detailed Routing Iterations Pass 1: 2
* part of the cycle the worst path needs: 72.7%
* Layout clock buffers: 0
* number of primary I/O pins: 97
* Worst Hold Class: in2out
* unrepaired setup endpoints after global routing: no
* Routed WL per cell: 10.6 µm
* max-cap viol count: 0
* antenna violations before repair: 0
* share of total power in sequential cells: 0%
* Critical Path Source Type: primary input
* Mean Syn Cell Area: 8.93 µm²
* full die area: 12800 µm²
* cell total in the yosys stat output: 161
* relative slew slack: 65.6%
## critical path: cells and delay by family
family,cells,cell delay [ns]
xor gates and xnor gates,3,0.49
adders and majority gates,30,11.64
buffers and inverters,5,1.13
## per-stage QoR
step                cells  area, µm²  hold WS [ns]  worst slack [ns]  utilization (%)
floorplan             161       1440         16.39             12.31                -
global placement      328       2250         17.22             10.93             27.1
detailed placement    328       2250         17.22             10.96             27.1
CTS                   328       2250         17.23             10.91             27.1
global route          328       2250         17.26             10.49             27.1
finish                328       2250         17.21             11.09             27.1
## logic make-up after synthesis
family     after synthesis  share of synthesized area, %
xor+xnor                34                          21.2
fa+ha+maj               30                          41.8
buf+inv                 96                          36.3
mux                      1                         0.696
## power by group through the flow
stage | Sequential, W | Clock (W) | Combinational (W)
global route | 0 | 0 | 0.0000482
finish | 0 | 0 | 0.0000417
CTS | 0 | 0 | 0.0000435
## layout by cell type (no fill, tap or decap), drive strengths merged
| cell type | netlist | layout |
|---|---|---|
| buf | 36 | 2 |
| clkdlybuf4s50 | 0 | 96 |
| fa | 30 | 30 |
| inv | 60 | 60 |
| mux2i | 1 | 1 |
| xnor2 | 32 | 32 |
| xor2 | 2 | 2 |
## layer usage
metal	vias up	global-route usage, %	share of wire, %
li1	512	-	-
met1	459	6.35	41
met2	56	8.76	46
met3	0	2.46	13
met4	0	0	0
met5	-	0	0
## final cells by class
class	instances	share of cell area, %
well taps	105	5.85
inverters	60	10.0
repair buffers	98	43.3
multi-input cells	65	40.8
## how the worst min path moves through the flow
| stage | end | slack [ns] |
|---|---|---|
| finish | Sum_o[0] | 17.21 |
| CTS | Sum_o[0] | 17.23 |
| global route | Sum_o[0] | 17.26 |
Power and IR drop assume default switching activity.
